**/design/flow/run.sh**
```bash
#!/bin/bash
# OpenROAD 26Q1-2900-gdf79404cd8, Yosys 0.63+post, stock flow scripts
make -C /OpenROAD-flow-scripts/flow DESIGN_CONFIG=/design/flow/config.mk WORK_HOME=/design/flow/orfs finish
```
**/design/flow/config.mk**
```make
export PLATFORM = sky130hd
export DESIGN_NAME = adder_tree_16
export DESIGN_NICKNAME = adder_tree_16
export VERILOG_FILES = /design/flow/design.v
export SDC_FILE = /design/flow/constraint.sdc
export NUM_CORES = 4
export LEC_CHECK = 1
export CORE_UTILIZATION = 40
```
**/design/flow/constraint.sdc**
```tcl
current_design adder_tree_16

set clk_period 17.4
set clk_io_pct 0.2

create_clock -name clk0 -period $clk_period

set non_clock_inputs [all_inputs -no_clocks]
set_input_delay [expr $clk_period * $clk_io_pct] -clock clk0 $non_clock_inputs
set_output_delay [expr $clk_period * $clk_io_pct] -clock clk0 [all_outputs]
```
**/design/flow/design.v**
```verilog
`timescale 1ns / 1ps
module adder # (DWIDTH = 16)(
    input wire [DWIDTH-1:0] A,      
    input wire [DWIDTH-1:0] B,      
    output wire [DWIDTH-1:0] SUM  
    );
    assign SUM = A + B;   
endmodule
`timescale 1ns / 1ps
module adder_tree_16 #(parameter DWIDTH = 16) (
    input  [DWIDTH*16-1 : 0] data_in,
    output [DWIDTH-1 : 0]    data_out
    );
    wire [DWIDTH-1 : 0] data_in_0, data_in_1, data_in_2, data_in_3;
    wire [DWIDTH-1 : 0] data_in_4, data_in_5, data_in_6, data_in_7;
    wire [DWIDTH-1 : 0] data_in_8, data_in_9, data_in_10, data_in_11;
    wire [DWIDTH-1 : 0] data_in_12, data_in_13, data_in_14, data_in_15;
    assign data_in_0  = data_in[DWIDTH*1 - 1  : DWIDTH*0];
    assign data_in_1  = data_in[DWIDTH*2 - 1  : DWIDTH*1];
    assign data_in_2  = data_in[DWIDTH*3 - 1  : DWIDTH*2];
    assign data_in_3  = data_in[DWIDTH*4 - 1  : DWIDTH*3];
    assign data_in_4  = data_in[DWIDTH*5 - 1  : DWIDTH*4];
    assign data_in_5  = data_in[DWIDTH*6 - 1  : DWIDTH*5];
    assign data_in_6  = data_in[DWIDTH*7 - 1  : DWIDTH*6];
    assign data_in_7  = data_in[DWIDTH*8 - 1  : DWIDTH*7];
    assign data_in_8  = data_in[DWIDTH*9 - 1  : DWIDTH*8];
    assign data_in_9  = data_in[DWIDTH*10 - 1 : DWIDTH*9];
    assign data_in_10 = data_in[DWIDTH*11 - 1 : DWIDTH*10];
    assign data_in_11 = data_in[DWIDTH*12 - 1 : DWIDTH*11];
    assign data_in_12 = data_in[DWIDTH*13 - 1 : DWIDTH*12];
    assign data_in_13 = data_in[DWIDTH*14 - 1 : DWIDTH*13];
    assign data_in_14 = data_in[DWIDTH*15 - 1 : DWIDTH*14];
    assign data_in_15 = data_in[DWIDTH*16 - 1 : DWIDTH*15];
    wire [DWIDTH-1 : 0] sum1, sum2, sum3, sum4;
    wire [DWIDTH-1 : 0] sum5, sum6, sum7, sum8;
    adder #(.DWIDTH(DWIDTH)) adder1  (.A(data_in_0),  .B(data_in_1),  .SUM(sum1));
    adder #(.DWIDTH(DWIDTH)) adder2  (.A(data_in_2),  .B(data_in_3),  .SUM(sum2));
    adder #(.DWIDTH(DWIDTH)) adder3  (.A(data_in_4),  .B(data_in_5),  .SUM(sum3));
    adder #(.DWIDTH(DWIDTH)) adder4  (.A(data_in_6),  .B(data_in_7),  .SUM(sum4));
    adder #(.DWIDTH(DWIDTH)) adder5  (.A(data_in_8),  .B(data_in_9),  .SUM(sum5));
    adder #(.DWIDTH(DWIDTH)) adder6  (.A(data_in_10), .B(data_in_11), .SUM(sum6));
    adder #(.DWIDTH(DWIDTH)) adder7  (.A(data_in_12), .B(data_in_13), .SUM(sum7));
    adder #(.DWIDTH(DWIDTH)) adder8  (.A(data_in_14), .B(data_in_15), .SUM(sum8));
    wire [DWIDTH-1 : 0] sum9, sum10, sum11, sum12;
    adder #(.DWIDTH(DWIDTH)) adder9  (.A(sum1), .B(sum2), .SUM(sum9));
    adder #(.DWIDTH(DWIDTH)) adder10 (.A(sum3), .B(sum4), .SUM(sum10));
    adder #(.DWIDTH(DWIDTH)) adder11 (.A(sum5), .B(sum6), .SUM(sum11));
    adder #(.DWIDTH(DWIDTH)) adder12 (.A(sum7), .B(sum8), .SUM(sum12));
    wire [DWIDTH-1 : 0] sum13, sum14;
    adder #(.DWIDTH(DWIDTH)) adder13 (.A(sum9), .B(sum10), .SUM(sum13));
    adder #(.DWIDTH(DWIDTH)) adder14 (.A(sum11), .B(sum12), .SUM(sum14));
    adder #(.DWIDTH(DWIDTH)) adder15 (.A(sum13), .B(sum14), .SUM(data_out));
endmodule
```
==> deck_impl_summary.md <==
Key Metrics from the Run

Placed design
  • Port Buf Inserts: 272
  • GPL Wtd Cong: 0.8829
  • Hpwl dp: 13700 um
  • Placement Cell Area: 8931 um^2
  • DP Cell Count: 1060
  • Setup WS pre-CTS: 4496 ps

Synth
  • Syn avg cell area: 9.898 um^2
  • Synth cell count leaders: inv_1 (302), fa_1 (199), xnor2_1 (34), ha_1 (21), a21oi_1 (7)
  • Top cells, area: fa_1 (67%), inv_1 (19%), xnor2_1 (5.0%)
  • Synth top cell by count: inv_1
  • Synthesis area per yosys: 5978 um^2
  • Synth Cell Area: 5978 um^2
  • Syn Inst Count: 604
  • Post-synth seq share: 0%
  • Distinct lib cells: 24
  • Cell count in the Yosys report: 604
  • Synth warn: 0
  • Cell type with the largest total area after synthesis: fa_1
  • Top cell area share: 66.64%

Final timing
  • RSZ-0062 raised after global routing: false
  • Final setup violation count: 0
  • Final worst path period share: 74.44%
  • Final Slew Violations: 0
  • Worst setup margin: 4447 ps
  • Achievable clock frequency: 0.07720 GHz
  • Tmin final: 12950 ps
  • Pin slew with the least headroom to its limit: 372.0 ps
  • Setup tns final: 0 ps
  • Final hold viol count: 0
  • Slew HR: 75.05%
  • Hold WS: 8047 ps

Drt
  • DRC Markers: 0
  • Antenna-violating nets left: 0
  • WL met3: 1449 um
  • Via density per instance: 4.167
  • Pre-Repair DR Iteration Count: 2
  • Avg WL per Cell: 12.78 um
  • M1 WL: 5282 um
  • Antenna cells: 0
  • Drt total wl: 13540 um
  • Vias: 4417
  • Met2 WL: 6810 um
  • Iteration-0 DRC count of the detailed router: 61
  • Top Layer Used: met3

Layout
  • FF/Latch Area: 0 um^2
  • Core Util, Final: 61.45%
  • Layout area overhead: 49.39%
  • Layout cell share with drive strength beyond 1: 0%
  • Finished Cell Area: 8931 um^2
  • Flops: 0
  • Clock buffers: 0
  • Layout Cells excl Fill: 1060

Global routing
  • Largest net degree at the start of global routing: 6
  • Number of global-route vias before repair: 5128
  • Initial antenna violation count: 0
  • First-pass GRT wire length: 23710 um
  • GRT Overall Usage: 20.82%
  • GR Overflow Total: 0

Worst hold path
  • Hold crit path type: primary input to primary output

Worst setup path
  • Crit path arrival time: 9470 ps
  • CP Class: primary input to primary output
  • Critical Path Sink Type: primary output
  • Maximum fanout along the worst path: 3
  • Startpoint Class: primary input
  • CP required: 13920 ps

Floorplan
  • Floorplan Utilization: 41.13%
  • Core area: 14530 um^2
  • Die Y: 124.3 um
  • I/O pins: 272
  • Row count: 44
  • Die width: 124.3 um
  • Die area: 15440 um^2

Clock tree
  • Hold-fix buffers, CTS: 0
  • Setup bufs post-CTS: 0
  • CTS-repair resized insts: 0

Job
  • Tool warning count: 32
  • Max-Cap Viols: 0

Outcome
  • Outcome: finished clean
-- logic make-up after synthesis --
logic type                 count (synthesis)  share of synthesized area [%]
and+or+nand+nor                           16                          1.319
buffers and inverters                    302                          18.96
xor gates and xnor gates                  39                          5.714
adders and majority gates                220                          71.03
AOI/OAI and AO/OA                         27                          2.972
-- area by class of cell --
cell class,instances,area (um^2)
Tap cell,184,230.2
Inverter,302,1134
Timing Repair Buffer,272,2723
Fill cell,1208,5603
Multi-Input combinational cell,302,4845
-- worst max-delay path: stages --
cell and delay, ps:
clkdlybuf4s50_1 460, inv_1 50, fa_1 500, fa_1 550, inv_1 50, fa_1 480, fa_1 570, inv_1 60
fa_1 500, fa_1 410, inv_1 70, ha_1 170, inv_1 70, fa_1 450, nor2b_1 140, o21a_1 140
o21ai_1 100, a211oi_1 360, o311ai_0 170, o311ai_1 120, clkdlybuf4s50_1 580
-- routing by layer --
layer  vias up  global-route usage [%]
met3         0                   6.611
li1       2122                       -
met5         -                       0
met1      2103                   31.69
met4         0                       0
met2       192                   33.83
-- path summary, 6_finish.rpt --
| path | from | end | slack (ps) | cells after the start |
|---|---|---|---|---|
| worst max-delay path | data_in[194] | data_out[14] | 4450 | 21 |
| worst min-delay path | data_in[240] | data_out[0] | 8050 | 3 |
-- cell usage in the layout, fill, tap and decap left out, drive strengths merged, types with 3 or more instances in the layout --
cell type	n
xnor2	34
o21a	3
inv	302
ha	21
xor2	5
nor2	5
clkdlybuf4s50	272
o21ai	5
a211oi	3
nand2b	3
a21oi	7
fa	199
