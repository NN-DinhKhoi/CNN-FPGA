**/design/flow/design.v**
```verilog
`timescale 1ns / 1ps
module controller
#(parameter BUFFER_SIZE = 64, NUM_DATA = 16)
(
    input clk,
    input nreset, 
    input buf_ready_data,
    input buf_ready_bias,
    input buf_ready_weight,
    output reg re_data,
    output reg re_bias,
    output reg re_weight,
    output reg load_en
    );
    reg [11:0] count;
    always @(posedge clk or negedge nreset) begin
        if (~nreset) begin
            re_data <= 0;
            re_bias <= 0;
            re_weight <= 0;
            load_en <= 0;
            count <= 0;
        end
        else begin
            if (buf_ready_data & buf_ready_bias & buf_ready_weight) begin
                re_data <= 1;
                re_weight <= 1;
                if( re_data & re_weight ) begin
                    load_en <= 1;
                    if ( count >= BUFFER_SIZE/NUM_DATA - 2 ) begin
                        re_bias <= 1;
                        count <= 0;
                    end
                    else begin
                        re_bias <= 0;
                        count <= count + 1;
                    end
                end
                else begin
                    load_en <= 0;
                    re_bias <= 0;
                    count <= 0;
                end
            end
            else begin
                re_data <= 0;
                re_weight <= 0;
                re_bias <= 0;
                load_en <= 0;
                count <= 0;
            end
        end 
    end
endmodule
```
**/design/flow/run.sh**
```bash
#!/bin/bash
# OpenROAD 26Q1-2900-gdf79404cd8, Yosys 0.63+post, stock flow scripts
make -C /OpenROAD-flow-scripts/flow DESIGN_CONFIG=/design/flow/config.mk WORK_HOME=/design/flow/orfs finish
```
**/design/flow/config.mk**
```make
export PLATFORM = sky130hd
export DESIGN_NAME = controller
export DESIGN_NICKNAME = controller
export VERILOG_FILES = /design/flow/design.v
export SDC_FILE = /design/flow/constraint.sdc
export NUM_CORES = 4
export LEC_CHECK = 1
export CORE_AREA = 10 10 70 70
export DIE_AREA = 0 0 80 80
```
**/design/flow/constraint.sdc**
```tcl
current_design controller

set clk_period 2.1
set clk_io_pct 0.2

create_clock -name clk0 -period $clk_period [get_ports {clk}]

set non_clock_inputs [all_inputs -no_clocks]
set_input_delay [expr $clk_period * $clk_io_pct] -clock clk0 $non_clock_inputs
set_output_delay [expr $clk_period * $clk_io_pct] -clock clk0 [all_outputs]
```
==> flow_metrics.tcl <==
# yosys + openroad results
set metrics [dict create \
    period_needed_ns 1.525 \
    worst_slack_ns 0.5752 \
    clk_pin_slew_ns 0.08 \
    yosys_warnings 1 \
    cts_hold_buf 0 \
    holdWs_ns 0.4714 \
    hold_viol 0 \
    top_cell_area_share 0.6977 \
    crit_required_ns 1.68 \
    ant_nets 0 \
    cts_inserted_buffers 3 \
    reg2reg_setup_slack_ns 0.83 \
    final_max_slew_viol_count 0 \
    syn_area_um2 538.0 \
    critPathKind "reg2out" \
    ctsResizeCount 0 \
    fp-row-count 21 \
    antenna_found_initial 0 \
    status "finished clean" \
    drc 0 \
    synth.top_cells.by_count "dfrtp_1 (15), nor2_1 (3), nor4_4 (3)" \
    ys_chip_area_um2 538.0 \
    fp_util 0.1575 \
    via_per_inst 2.794 \
    path_delay_family "buffers and inverters" \
    drt-initial-drc-count 20 \
    grt_pass1_wl_um 1290 \
    synth_seq_share 0.6977 \
    min_path_type "reg2reg" \
    finalClockPeriodUsage 0.7261 \
    synth_area_leader_cell "dfrtp_1" \
    synthCells 32 \
    clock_latency_ns 0.27 \
    top_cell "dfrtp_1" \
    end_kind "primary output" \
    gp_congestion 0.7195 \
    clk_path_buf_depth 2 \
    totalWireLength_um 736 \
    placed_area_um2 698.2 \
    wire_per_inst_um 7.588 \
    power_density_mw_per_mm2 665.7 \
    dieWidth_um 80 \
    ff_type "dfrtp_1" \
    post-place-ws_ns 0.6249 \
    critical-path-slowest-cell "clkdlybuf4s50_1" \
    core_mm2 0.003416 \
    synth_stat.cells 32 \
    clock.fmax_mhz 655.8 \
    root_buffer "clkbuf_4" \
    tns_ns 0 \
    ioPinCount 9 \
    post_cts_buffers 0 \
    seq_power_share 0.635 \
    ys_ff 15 \
    portBuffers 8 \
    switching_power_mw 0.09670 \
    maxCapViolCount 0 \
    finalPower_mw 0.4823 \
    dr.pass1.iters 2 \
    combPwrFrac 0.048 \
    peakVddDrop_mv 0.2404 \
    dieArea_mm2 0.006400 \
    groute.usage.overall 0.02609 \
    leakage_nw 0.3141 \
    swShare 0.2005 \
    fillers 378 \
    path_buffers 1 \
    area_leaders "dfrtp_1 (70%), nor4_4 (12%), ha_1 (4.7%)" \
    num_antenna_cells 0 \
    dp_hpwl_um 571.8 \
    ys_types 13 \
    fin_skew_ns 0.002486 \
    cp_cell_sequence "clkdlybuf4s50_1" \
    area_growth_pct 34.65 \
    die_height_um 80 \
    grt_max_degree 16 \
    htree_levels 1 \
    grt_pass1_vias 282 \
    grt_setup_unrepaired "no" \
    edf_count 0 \
    grt_overflow 0 \
    startpoint_type "flip-flop" \
    avgSynthCellArea_um2 16.81 \
    cts.sinks 15 \
    tightest_slew_ns 0.6295 \
    p_int_mw 0.3856 \
    cts_tree "yes" \
    design_area_um2 724.4 \
    num_vias 271 \
    drive_above_1_share 0.1373 \
    arrival_ns 1.10 \
    crit_path_max_incr_delay_ns 0.47 \
    worst-path-max-fanout 3 \
    clock_power_share 0.317 \
    ys_async_sr_fraction 1.000 \
    setup-violations-final 0 \
    warnings 26 \
    max_slew_margin 0.5790 \
]
[layout by cell type, fill, tap and decap left out, drive strengths merged]
| master | n |
|---|---|
| xnor2 | 1 |
| nor4 | 3 |
| clkdlybuf4s50 | 8 |
| conb | 9 |
| nand4 | 1 |
| nor2 | 3 |
| clkbuf | 4 |
| and2 | 1 |
| ha | 2 |
| and3 | 1 |
| inv | 1 |
| dfrtp | 15 |
| nand3 | 1 |
| and4 | 1 |
[kinds of logic (layout without fill, tap and decap cells)]
kind of cell	after synthesis	count (layout)	share of synthesized area
DFF	15	15	0.6977
and+or+nand+nor	11	11	0.2116
adders and majority gates	2	2	0.04650
buffers and inverters	2	13	0.02093
other	1	9	0.006970
xor gates and xnor gates	1	1	0.01628
[metal layers]
metal,global-route usage,up-vias,wire length (um)
met3,0.02159,2,82
li1,-,136,-
met1,0.03192,126,333
met2,0.03531,7,306
met5,0,-,0
met4,0.003521,0,13
[state kept, by name, indices dropped and copies added (netlist names)]
register  count
count        12
load_en       1
re_bias       1
re_data       1
[power by group through the flow]
stage	clock network, mW	logic (mW)	registers (mW)
final	0.153	0.0232	0.306
after global routing	0.176	0.0263	0.308
after CTS	0.162	0.0241	0.306
[per-stage QoR]
stage	util	instances
finish	0.2121	97
global route	0.2121	97
CTS	0.2121	97
detailed placement	0.2044	93
global placement	0.2044	93
floorplan	-	40
[area by class of cell]
class	count	area, um^2	share of cell area
inverter	1	3.754	0.005181
tap	46	57.56	0.07945
timing repair buffer	8	80.08	0.1105
multi-input combinational	23	181.4	0.2504
clock buffer	4	26.28	0.03627
sequential	15	375.4	0.5181
[final timing paths]
kind / from / cells after the start / end
max: re_data / 1 / re_data
min: count[0] / 1 / count[0]
max reg2reg: count[1] / 4 / re_bias
min reg2reg: count[0] / 1 / count[0]
max in group asynchronous: nreset / 1 / count[10]
min in group asynchronous: nreset / 1 / re_bias
