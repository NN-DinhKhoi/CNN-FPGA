<file path="run.sh">
#!/bin/bash
# OpenROAD 26Q1-2900-gdf79404cd8, Yosys 0.63+post, stock flow scripts
make -C /OpenROAD-flow-scripts/flow DESIGN_CONFIG=/design/flow/config.mk WORK_HOME=/design/flow/orfs finish
</file>
<file path="config.mk">
export PLATFORM = sky130hd
export DESIGN_NAME = select_max
export DESIGN_NICKNAME = select_max
export VERILOG_FILES = /design/flow/design.v
export SDC_FILE = /design/flow/constraint.sdc
export NUM_CORES = 4
export LEC_CHECK = 1
export CORE_AREA = 10 10 101 101
export DIE_AREA = 0 0 111 111
</file>
<file path="constraint.sdc">
current_design select_max

set clk_period 5.0
set clk_io_pct 0.2

create_clock -name clk0 -period $clk_period [get_ports {clk}]

set non_clock_inputs [all_inputs -no_clocks]
set_input_delay [expr $clk_period * $clk_io_pct] -clock clk0 $non_clock_inputs
set_output_delay [expr $clk_period * $clk_io_pct] -clock clk0 [all_outputs]
</file>
<file path="design.v">
`timescale 1ns / 1ps
module select_max # (parameter OUT=10, DWIDTH=16)(
    input clk,
    input enable,
    input nreset,
    input [DWIDTH-1:0] in_data,
    output wire [3:0] digit,
    output wire layer_done
    );
    reg [3:0] i;
    reg [DWIDTH-1:0] max;
    reg [3:0] index;
    reg done;
    reg [3:0] digit_buffer;
    reg layer_done_buffer;
    always @(posedge clk or negedge nreset) begin
        if(~nreset) begin
            layer_done_buffer <= 1'b0;
            done <= 1'b0;
            i <= 0;
            max <= 0;
            index <= 0;
            digit_buffer <= 0;
        end
        else begin
            if(enable) begin
                if (in_data >= max && !in_data[DWIDTH-1]) begin
                        max <= in_data; 
                        index <= i;
                end
                if(i == 9) done <= 1'b1;
                i <= i + 1'b1;
            end
            else if (done) begin
                layer_done_buffer <= 1;
                digit_buffer <= index;
                i <= 0;
                max <= 0;
                index <= 0;
                done <= 0;
            end
            else begin
                layer_done_buffer <= 0;
                digit_buffer <= 0;
            end
        end
    end
    assign layer_done = layer_done_buffer;
    assign digit = digit_buffer;
endmodule
</file>
==> out/qor.yml <==
run_status:
  outcome: "complete, no violations"
clocking:
  clock_pin_slew_worst_setup_and_hold_paths_ps: 70
  number_of_clock_sinks_seen_by_cts: 30
  cts_buffer_depth: 2
  cts_tree: "yes"
  clk_root_buffer_cell: "sky130_fd_sc_hd__clkbuf_8"
  cts_max_level: 2
  insertion_delay_ps: 290
  buffer_count_from_post_cts_setup_fixing: 0
  tritoncts.num_buffers: 5
  number_of_buffers_inserted_by_hold_repair_at_cts: 0
  post_cts_resized: 0
placed_design:
  place_inst: 317
  place_hpwl_um: 3020
  globalplace.congestion: 0.751
  portBuffers: 23
  preCtsSetupSlack_ps: 1240
synthesis:
  netlist-cell-type-count: 34
  ys.flop_type: "sky130_fd_sc_hd__dfrtp_1"
  ys.warnings.count: 1
  yosys_cells: 195
  ys.flops: 30
  sequential_area_share_after_synthesis_pct: 39.0
  synthCells: 195
  synth.cell_area_um2: 1920
  edff_count_synth: 0
  synthesized_area_divided_by_synthesized_cell_count_um2: 9.87
  yosys_area_um2: 1920
  ys_async_sr_fraction_pct: 100
min_path:
  worst_hold_end: "layer_done_buffer$_DFFE_PN0N_"
  timing.hold.worst.start: "layer_done_buffer$_DFFE_PN0N_"
  hp-class: "reg2reg"
  worst_hold_path.num_cells: 2
routing:
  wl_um: 4200
  drt_first_iter_violations: 90
  detail_route.first_pass.iterations: 4
  drt-vias-per-instance: 4.44
  post_drt_wl_per_cell_um: 12.9
  remaining_drc_errors: 0
  drt.antenna.violating_nets: 0
  num_vias: 1442
  antenna-diode-count: 0
final_timing:
  worst_clock_skew_ps: 5.36
  grt_setup_unrepaired: "no"
  drv_slew: 0
  finalSetupViolCount: 0
  post-route-worst-setup-slack_ps: 1520
  finalWorstPathRequiredPeriod_ps: 3480
  hold_viol_final: 0
  fmaxAchievable_ghz: 0.288
  fin_crit_sh_pct: 69.5
  maxSlewHeadroom_pct: 44.4
  final_tns_setup_ps: 0
  tightest_slew_ps: 834
  fin_hold_ws_ps: 491
global_routing:
  grt.busiest_layer: "met1"
  via_count_of_the_first_global_routing_pass: 1475
  grt_overflow_total: 0
  overall_fraction_of_global_route_tracks_in_use_pct: 6.98
  initial_antenna_violation_count: 0
  groute.layer.met1.usage_pct: 10.4
  grt_start_max_net_pins: 31
  grt_pass1_wl_um: 7400
  gr-usage-met2_pct: 9.71
  use_met3_pct: 2.46
worst_setup_path:
  critPathSlowestCell: "sky130_fd_sc_hd__nand2_1"
  reg2reg_depth: 8
  cp_data_required_time_ps: 5140
  capture_instance_of_the_worst_register_to_register_path: "max[10]$_DFFE_PN0P_"
  critPathMaxStageDelay_ps: 500
  crit_path_max_fanout: 19
  worst-setup-path-type: "in2reg"
  worst-r2r-setup-slack_ps: 2300
  worstSetupEndpointType: "flop"
  regToRegStartpoint: "max[9]$_DFFE_PN0P_"
  worstPathArrival_ps: 3620
  setup.worst_path.start_class: "input pin"
  timing.critical_path.cells: "clkdlybuf4s50_1 -> ha_1 -> a21o_1 -> a221o_1 -> nand2_1 -> a41o_1 -> buf_4 -> o221ai_1"
floorplanning:
  core_density_at_floorplan_pct: 23.7
  fp.dieH_um: 111
  die_width_um: 111
  floorplan.core_area_um2: 8130
  design.die.area_um2: 12300
  placement_rows: 33
  ios: 24
power:
  vdd.ir_drop.worst_mv: 0.164
  leakage_power_nw: 1.12
  power.density_nw_per_um2: 472
final_layout:
  final_util_pct: 29.5
  layoutNonFillerInstCount: 325
  areaGrowthSynthToFinish_pct: 24.8
  drive_above_1_share_pct: 14.1
run:
  stage_log_warnings: 26
  timing.max_cap.violations: 0
[worst max-delay path by stage]
| stage | from | slack, ps | end | cells past startpoint |
|---|---|---|---|---|
| finish | in_data[9] | 1520 | max[10]$_DFFE_PN0P_ | 8 |
| CTS | in_data[9] | 1550 | max[10]$_DFFE_PN0P_ | 8 |
| global route | in_data[9] | 1380 | max[10]$_DFFE_PN0P_ | 8 |
[registers in the layout, indices dropped and copies added, names as in the netlist]
register and count:
max 16, digit_buffer 4, i 4, index 4
done 1, layer_done_buffer 1
[where the power goes]
part	switching (mW)	internal [mW]	total, mW
registers	0.0777	0.338	0.416
clock network	0.0980	0.213	0.311
logic	0.204	0.203	0.407
[layer usage]
metal / routed length [um] / part of all wire [%] / up-vias
met5: 0 / 0 / -
met4: 53 / 1.3 / 0
met3: 226 / 5.4 / 5
met2: 1770 / 42 / 21
met1: 2140 / 51 / 664
li1: - / - / 752
[cells in the mapped netlist, drive strengths merged (2+ instances only)]
cell type   n  area (um2)
a22o        4        35.0
clkbuf      7        26.3
o221ai     18         264
nor2b       2        12.5
ha         18         225
inv        34         128
buf         3        30.0
o31ai       3        22.5
a21o        2        15.0
a21oi       3        15.0
nand4      20         125
nor2        2        7.51
nand2      27         104
nand2b      5        31.3
dfrtp      30         751
and2        2        12.5
[cell type report]
class | instances | area (um2)
Clock buffer | 6 | 82.6
Clock inverter | 2 | 60.1
Fill cell | 822 | 5730
Inverter | 34 | 128
Multi-Input combinational cell | 121 | 990
Sequential cell | 30 | 751
Tap cell | 105 | 131
Timing Repair Buffer | 27 | 260
[cell families after synthesis]
logic type,share of synthesized area (%)
adder cells (fa/ha/maj),11.7
AND-OR/OR-AND,21.4
buffers and inverters,9.56
multiplexers,0.520
flip-flops,39.0
XOR/XNOR,0.910
AND/OR/NAND/NOR,16.9
[stage by stage]
step,area [um2],power (mW)
finish,2400,1.13
global route,2400,1.24
CTS,2400,1.15
detailed placement,2260,0.829
global placement,2260,0.821
floorplan,1920,0.720
[cell usage in the layout (no fill, tap or decap), types with 3 or more instances in the layout]
cell	count
sky130_fd_sc_hd__inv_1	34
sky130_fd_sc_hd__dfrtp_1	30
sky130_fd_sc_hd__nand2_1	26
sky130_fd_sc_hd__clkdlybuf4s50_1	23
sky130_fd_sc_hd__nand4_1	20
sky130_fd_sc_hd__ha_1	18
sky130_fd_sc_hd__o221ai_2	17
sky130_fd_sc_hd__clkbuf_8	6
sky130_fd_sc_hd__nand2b_1	5
sky130_fd_sc_hd__a22o_1	4
sky130_fd_sc_hd__buf_4	4
sky130_fd_sc_hd__a21oi_1	3
sky130_fd_sc_hd__o31ai_1	3
[worst max-delay path: cells and delay by family]
kind                       cells  cell delay [ps]
AOI/OAI and AO/OA              4             1080
buffers and inverters          2              700
and+or+nand+nor                1              500
adders and majority gates      1              330
No activity file was given, so power comes from the tool's default toggle rates.
